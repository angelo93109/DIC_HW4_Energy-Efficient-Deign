File: design/flow/config.mk
export PLATFORM = sky130hd
export DESIGN_NAME = Convolution_example
export DESIGN_NICKNAME = Convolution_example
export VERILOG_FILES = /design/flow/design.v
export SDC_FILE = /design/flow/constraint.sdc
export NUM_CORES = 4
export LEC_CHECK = 1
export CORE_UTILIZATION = 40
File: design/flow/constraint.sdc
current_design Convolution_example

set clk_period 6.2
set clk_io_pct 0.2

create_clock -name clk0 -period $clk_period [get_ports {clk}]

set non_clock_inputs [all_inputs -no_clocks]
set_input_delay [expr $clk_period * $clk_io_pct] -clock clk0 $non_clock_inputs
set_output_delay [expr $clk_period * $clk_io_pct] -clock clk0 [all_outputs]
File: design/flow/design.v
module Convolution_example(
    clk,
    rst_n,
	in_valid,
	In_IFM_1,
	In_IFM_2,
	In_IFM_3,
	In_IFM_4,	
	In_Weight_1,
	In_Weight_2,
	In_Weight_3,
	In_Weight_4,	
    out_valid, 
	Out_OFM
    );
input clk, rst_n;
input in_valid;
input[3:0]In_IFM_1;
input[3:0]In_IFM_2;
input[3:0]In_IFM_3;
input[3:0]In_IFM_4;
input[3:0]In_Weight_1;
input[3:0]In_Weight_2;
input[3:0]In_Weight_3;
input[3:0]In_Weight_4;
output reg out_valid;
output reg [11:0]Out_OFM;
parameter IDLE       = 2'd0;
parameter IN         = 2'd1;
parameter Cal        = 2'd2;
parameter Out        = 2'd3;
reg [1:0]cstate;
reg [1:0]nstate;
reg [3:0]In_1;
reg [3:0]In_2;
reg [3:0]In_3;
reg [3:0]In_4;
reg [3:0]weigts1;
reg [3:0]weigts2;
reg [3:0]weigts3;
reg [3:0]weigts4;
wire [11:0]Adder;
always@(posedge clk or negedge rst_n)
begin
	if(!rst_n)
		cstate <= IDLE;
	else 
		cstate <= nstate;
end
always@(*)
begin
	case(cstate)
		IDLE:  
			if(in_valid==1)   
				nstate = IN;      
			else
				nstate = cstate;
		IN:
			nstate = Cal;
		Cal:  
			nstate = Out;         
		Out: 	                           
			nstate = IDLE;
		default
			nstate = cstate;
	endcase
end
always@(posedge clk or negedge rst_n)   
begin
	if(!rst_n)
		begin
			In_1 <= 4'd0;
			In_2 <= 4'd0;
			In_3 <= 4'd0;
			In_4 <= 4'd0;
		end
	else if(in_valid == 1)
		begin
			In_1 <= In_IFM_1;
			In_2 <= In_IFM_2;	
			In_3 <= In_IFM_3;	
			In_4 <= In_IFM_4;	
		end	
	else if(cstate == IDLE)
		begin
			In_1 <= 4'd0;
			In_2 <= 4'd0;
			In_3 <= 4'd0;
			In_4 <= 4'd0;
		end
	else
		begin
			In_1 <= In_1;
			In_2 <= In_2;
			In_3 <= In_3;
			In_4 <= In_4;
		end
end
always@(posedge clk or negedge rst_n)   
begin
	if(!rst_n)
		begin
			weigts1 <= 4'd0;
			weigts2 <= 4'd0;
			weigts3 <= 4'd0;
			weigts4 <= 4'd0;
		end
	else if(in_valid == 1)
		begin
			weigts1 <= In_Weight_1;
			weigts2 <= In_Weight_2;	
			weigts3 <= In_Weight_3;	
			weigts4 <= In_Weight_4;	
		end
	else if(cstate == IDLE)
		begin
			weigts1 <= 4'd0;
			weigts2 <= 4'd0;
			weigts3 <= 4'd0;
			weigts4 <= 4'd0;
		end	
	else
		begin
			weigts1 <= weigts1;
			weigts2 <= weigts2;
			weigts3 <= weigts3;
			weigts4 <= weigts4;
		end
end
assign Adder = (In_1 * weigts1) +  (In_2 * weigts2)+  (In_3 * weigts3)+  (In_4 * weigts4);
always@(posedge clk or negedge rst_n)
begin
	if(!rst_n)
		Out_OFM <= 12'd0;
	else if(cstate == Out)
		Out_OFM <= Adder;
	else 
		Out_OFM <= 12'd0;
end
always@(posedge clk or negedge rst_n)
begin
	if(!rst_n)
		out_valid <= 1'd0;
	else if(cstate == Out)
		out_valid <= 1'd1;
	else 
		out_valid <= 1'd0;
end
endmodule
File: design/flow/run.sh
#!/bin/bash
# OpenROAD 26Q1-2900-gdf79404cd8, Yosys 0.63+post, stock flow scripts
make -C /OpenROAD-flow-scripts/flow DESIGN_CONFIG=/design/flow/config.mk WORK_HOME=/design/flow/orfs finish
==> impl_metrics.ini <==
; implementation run metrics
[logic_synthesis]
post_synth_instance_area_mm2 = 0.00399
synthAdderAreaFrac_pct = 35.3
synth-main-ff-cell = dfrtp_1
synthArstFlopShare_pct = 100
synth-xor-area-share_pct = 0
yosysTopAreaCellShare_pct = 29.4
logic_family = adder cells
yosysSeqAreaShare_pct = 30.1
syn_area_per_cell_um2 = 9.44
edf_count = 0
synth-compound-area-share_pct = 7.80
yosys.area.top_type = dfrtp_1
yosys_warnings = 1
syn-instance-count = 423
ys_cells = 423
synthTopCellsByArea = dfrtp_1 29%, fa_1 24%, ha_1 11%
synth.cellmix.simpleShare_pct = 17.7
yosys_area_mm2 = 0.00399
ys_types = 34
synth_flops = 48
synthMuxAreaShare_pct = 0.251

[grt]
grt_max_degree = 49
globalRouteTotalUtil_pct = 16.9
gr-total-overflow = 0
antenna_found_initial = 0
grt_pass1_vias = 2783
grt_pass1_wl_mm = 12.9

[sta]
period_minus_slack_ps = 5090
finClkSkew_ps = 7.67
max_slew_margin_pct = 58.1
hold_viol_final = 0
rsz0062_at_grt = false
fmax_ghz = 0.197
worst_pin_slew_ps = 628
finalCritPeriodShare_pct = 82.0
finalSetupTns_ps = 0
setup_violations = 0
drv_slew = 0

[status]
outcome = finished, final reports clean

[hold_path]
hold_class = register to register

[die]
fp.dieH_um = 102
design.core.area_mm2 = 0.00973
die_area_mm2 = 0.0104
io-pin-count = 48
floorplan.core_util_pct = 41.0
die_w_um = 102
rows = 36

[clock_network]
cts_buffers = 5
root_buffer = clkbuf_8
clockBufferDepth = 2
clkSinkCount = 48
ctsResizeCount = 0
clkSlewWorstSetupHoldPaths_ps = 90
insertion_delay_ps = 300
cts.htree.levels = 2
postCtsSetupBuffers = 0
cts_hold_buf = 0
cts_tree = built

[worst_setup_path]
worst-path-buf-inv = 4
criticalPathCategory = register to register
critPathMaxStageDelay_ps = 550
cpMostUsedCell = fa_1
crit_fanout = 5
critPathLaunchType = register
crit_slowest_cell = fa_1
critPathTopFamily = adder cells
cp.arrival_ps = 5290
crit_path_end_kind = register
required_ps = 6400
cp_cell_sequence = and2_1 > fa_1 > inv_1 > fa_1 > inv_1 > fa_1 > fa_1 > fa_1 > inv_1 > fa_1 > inv_1 > ha_1 > nor2b_4 > o31a_1 > o21a_1 > o21ba_1

[job]
warnings = 25
maxCapViolCount = 0

[layout]
fillCellCount = 954
final_cell_area_mm2 = 0.00468
areaGrowthSynthToFinish_pct = 17.1
drive_above_1_share_pct = 3.42

[place]
gp_congestion = 0.883
portBuffers = 46
hpwl_mm = 5.95
place_area_mm2 = 0.00458

[routing]
wl_per_cell_um = 12.5
num_vias = 2782
first_iter_violations = 61
via_per_inst = 4.63
firstDrtPassIters = 4
drc_errors = 0
antenna_cells = 0
routed_wl_mm = 7.54
detail-route-antenna-nets = 0

[power]
p_leak_uw = 0.00235
cellPowerDensity_mw_per_mm2 = 323
ir_drop_mv = 0.205
==> kinds of logic (layout without fill, tap and decap cells) <==
logic type	Yosys count	count (layout)
adders and majority gates	84	84
buffers and inverters	90	135
DFF	48	48
AOI/OAI and AO/OA	51	51
and+or+nand+nor	148	148
other	1	1
muxes	1	1
==> worst paths after layout <==
kind                                 from     endpoint  slack [ps]  cells after the start
worst max-delay path              In_3[1]  Out_OFM[10]        1110                     16
worst max register to register    In_3[1]  Out_OFM[10]        1110                     16
worst min register to register  cstate[2]    cstate[1]         350                      0
min in group asynchronous           rst_n   Out_OFM[4]        1040                      2
worst min-delay path            cstate[2]    cstate[1]         350                      0
max in group asynchronous           rst_n   weigts3[0]        4740                      2
==> layer usage <==
metal	up-vias	wire [um]	track usage, %
li1	1385	-	-
met1	1326	3480	26.1
met2	69	3420	25.3
met3	2	603	6.12
met4	0	39	1.43
met5	-	0	0
==> placed cells by master (no fill, tap or decap), types with 2 or more instances in the layout <==
cell,n
buf_4,3
dfrtp_1,47
nand2_1,87
and2_1,47
nor3_1,6
nor2_1,2
ha_1,36
a21o_1,3
clkbuf_8,6
fa_1,48
o21a_1,3
clkdlybuf4s50_1,45
o21ai_0,33
inv_1,78
a21oi_1,2
==> sequential cells by signal, indices dropped and copies added, names as in the netlist <==
name	flops
weigts1	4
out_valid	1
In_2	4
weigts3	4
weigts4	4
weigts2	4
In_1	4
cstate	4
In_3	4
Out_OFM	11
In_4	4
==> area by class of cell <==
cell class	count	area [um^2]	area share, %
Tap cell	133	166	3.56
Clock buffer	7	86.3	1.85
Inverter	78	293	6.26
Timing Repair Buffer	49	478	10.2
Multi-Input combinational cell	285	2440	52.2
Sequential cell	48	1200	25.7
Clock inverter	1	7.51	0.161
==> power breakdown <==
group	internal, uW	switching [uW]	leakage (uW)	total (uW)
Clock	90.9	106	0.0000445	196
Sequential	331	23.3	0.000610	355
Combinational	425	534	0.00169	959
Total	848	663	0.00235	1510
==> cell usage after synthesis (2+ instances only) <==
library cell,number
buf_2,3
fa_1,48
a21oi_1,2
dfrtp_1,47
nor3_1,6
and2_1,47
o21ai_0,33
inv_1,78
nor2_1,2
nand2_1,87
a21o_1,3
buf_4,2
ha_1,36
clkbuf_1,7
o21a_1,3
==> worst register-to-register path, stage by stage (launching register included) <==
cell	delay [ps]
dfrtp_1	410
and2_1	190
fa_1	540
inv_1	60
fa_1	520
inv_1	50
fa_1	440
fa_1	490
fa_1	540
inv_1	50
fa_1	550
inv_1	50
ha_1	330
nor2b_4	150
o31a_1	250
o21a_1	200
o21ba_1	160
==> through the flow <==
stage / std cells / power, uW / hold slack (ps) / utilization (%) / setup slack, ps
6_report: 601 / 1510 / 354 / 48.1 / 1110
5_1_grt: 601 / 1720 / 368 / 48.1 / 931
4_1_cts: 601 / 1550 / 358 / 48.1 / 1090
3_5_place_dp: 593 / 1340 / 336 / 47.1 / 1100
3_3_place_gp: 593 / 1340 / 334 / 47.1 / 1140
2_1_floorplan: 423 / 1130 / 331 / - / 1280
No activity file was given, so power comes from the tool's default toggle rates.
