`design/flow/design.v`:
```
module Convolution_pipeline(
    clk,
    rst_n,
	in_valid,
	In_IFM_1,
	In_IFM_2,
	In_IFM_3,
	In_IFM_4,	
	In_Weight_1,
	In_Weight_2,
	In_Weight_3,
	In_Weight_4,	
	Out_OFM
    );
input clk, rst_n;
input in_valid;
input[3:0]In_IFM_1;
input[3:0]In_IFM_2;
input[3:0]In_IFM_3;
input[3:0]In_IFM_4;
input[3:0]In_Weight_1;
input[3:0]In_Weight_2;
input[3:0]In_Weight_3;
input[3:0]In_Weight_4;
output reg [11:0]Out_OFM;
reg [3:0]In_1;
reg [3:0]In_2;
reg [3:0]In_3;
reg [3:0]In_4;
reg [3:0]weight1;
reg [3:0]weight2;
reg [3:0]weight3;
reg [3:0]weight4;
reg [11:0] PPR1_1;
reg [11:0] PPR1_2;
reg [11:0] PPR1_3;
reg [11:0] PPR1_4;
reg [11:0] PPR2_1;
reg [11:0] PPR2_2;
always@(posedge clk or negedge rst_n)   
begin
	if(!rst_n)
		begin
			In_1 <= 4'd0;
			In_2 <= 4'd0;
			In_3 <= 4'd0;
			In_4 <= 4'd0;
			weight1 <= 4'd0;
			weight2 <= 4'd0;
			weight3 <= 4'd0;
			weight4 <= 4'd0;
			PPR1_1 <= 12'd0;
			PPR1_2 <= 12'd0;
			PPR1_3 <= 12'd0;
			PPR1_4 <= 12'd0;
			PPR2_1 <= 12'd0;
			PPR2_2 <= 12'd0;
			Out_OFM <= 12'd0;
		end
	else if(in_valid == 1)
		begin
			In_1 <= In_IFM_1;
			In_2 <= In_IFM_2;	
			In_3 <= In_IFM_3;	
			In_4 <= In_IFM_4;	
			weight1 <= In_Weight_1;
			weight2 <= In_Weight_2;
			weight3 <= In_Weight_3;
			weight4 <= In_Weight_4;
			PPR1_1 <= In_1 * weight1;
			PPR1_2 <= In_2 * weight2;
			PPR1_3 <= In_3 * weight3;
			PPR1_4 <= In_4 * weight4;
			PPR2_1 <= PPR1_1 + PPR1_2;
			PPR2_2 <= PPR1_3 + PPR1_4;
			Out_OFM <= PPR2_1 + PPR2_2;
		end	
	else
		begin
			In_1 <= In_1;
			In_2 <= In_2;
			In_3 <= In_3;
			In_4 <= In_4;
			weight1 <= weight1;
			weight2 <= weight2;
			weight3 <= weight3;
			weight4 <= weight4;
			PPR1_1 <= PPR1_1;
			PPR1_2 <= PPR1_2;
			PPR1_3 <= PPR1_3;
			PPR1_4 <= PPR1_4;
			PPR2_1 <= PPR2_1;
			PPR2_2 <= PPR2_2;
			Out_OFM <= Out_OFM;
		end
end
endmodule
```
`design/flow/run.sh`:
```
#!/bin/bash
# OpenROAD 26Q1-2900-gdf79404cd8, Yosys 0.63+post, stock flow scripts
make -C /OpenROAD-flow-scripts/flow DESIGN_CONFIG=/design/flow/config.mk WORK_HOME=/design/flow/orfs finish
```
`design/flow/config.mk`:
```
export PLATFORM = sky130hd
export DESIGN_NAME = Convolution_pipeline
export DESIGN_NICKNAME = Convolution_pipeline
export VERILOG_FILES = /design/flow/design.v
export SDC_FILE = /design/flow/constraint.sdc
export NUM_CORES = 4
export LEC_CHECK = 1
export CORE_UTILIZATION = 30
```
`design/flow/constraint.sdc`:
```
current_design Convolution_pipeline

set clk_period 3.3
set clk_io_pct 0.2

create_clock -name clk0 -period $clk_period [get_ports {clk}]

set non_clock_inputs [all_inputs -no_clocks]
set_input_delay [expr $clk_period * $clk_io_pct] -clock clk0 $non_clock_inputs
set_output_delay [expr $clk_period * $clk_io_pct] -clock clk0 [all_outputs]
```
==> flow_summary.yaml <==
# yosys + openroad results
grt:
  gr-total-overflow: 0
  grtUsageTotal: 0.119
  grt_pass1_vias: 4019
  grt_pass1_wl_um: 19300
  antenna_found_initial: 0
  grt_max_degree: 93
yosys:
  area_leaders: "dfrtp_1 (38%), ha_1 (15%), mux2_2 (12%)"
  ys_seq_share: 0.381
  ys_types: 37
  synthCells: 546
  netlist_area_um2: 6050
  syn_avg_cell_area_um2: 11.1
  synth_top_area_share: 0.381
  ys.flops: 92
  top_area_cell: "dfrtp_1"
  ys_cells: 546
  yosysWarnings: 1
  synth-area-yosys_um2: 6050
setup_path:
  crit_path_end: "PPR1_1[7]$_DFFE_PN0P_"
  cp_slowest_cell: "fa_1"
  cp_data_required_time_ps: 3530
  cpMostUsedCell: "fa_1"
  crit_path_start: "weight1[3]$_DFFE_PN0P_"
  crit_type: "reg2reg"
  critPathMaxFanout: 5
  reg2reg_depth: 10
  reg2reg_to: "PPR1_1[7]$_DFFE_PN0P_"
  cp_data_arrival_time_ps: 3230
  startpoint_type: "register"
  reg2reg_from: "weight1[3]$_DFFE_PN0P_"
  path_cells: "nand2_1 -> fa_1 -> fa_1 -> inv_1 -> ha_1 -> a21o_1 -> a31o_2 -> a21oi_1 -> xnor2_1 -> mux2_2"
  rrSetupSlack_ps: 300
  setup.worst_path.end_class: "register"
  cpPeakStageDelay_ps: 600
routing:
  drc_errors: 0
  via_per_inst: 4.65
  vias: 4001
  firstDrtPassIters: 4
  antenna_left: 0
  drt_iter0_drc: 166
  routed_wl_um: 10800
  wl_per_cell_um: 12.6
  num_antenna_cells: 0
cells_and_area:
  ff_latch_area_um2: 2300
  syn2layout_area_growth_pct: 17.1
  fill_cells: 1897
  final-comb-area_um2: 3530
  drive_gt1_frac: 0.158
  final_cells: 861
  lay_top_count: "dfrtp_1"
  most-common-layout-cells: "dfrtp_1 (92), ha_1 (73), mux2_2 (64), clkdlybuf4s50_1 (42), and2_1 (41)"
  final_core_util: 0.362
sta:
  hold_viol: 0
  slew_headroom: 0.599
  tightest_slew_ps: 601
  setup_ws_ps: 300
  min_period_over_period: 0.909
  whs_ps: 335
  max_freq_mhz: 333
  slew_viol_final: 0
  min_period_ps: 3000
  setup-violations-final: 0
  rsz0062_at_grt: "no"
  tns_ps: 0
  fin_skew_ps: 5.66
cts:
  numCtsBuffers: 9
  clk_pin_slew_ps: 60
  cts-root-buf: "clkbuf_16"
  cts_buffer_depth: 2
  post_cts_resized: 0
  post_cts_buffers: 0
  clkLatencyLatePin_ps: 350
  cts_hold_buf: 0
  cts_tree: "yes"
  htreeDepth: 3
  clkSinkCount: 92
place:
  hpwlAfterDp_um: 7970
  place_congestion: 0.877
  dp.cells: 845
  io_buffers: 44
  dpl_worst_slack_ps: 286
floorplanning:
  fp_util: 0.309
  core.rowCount: 51
  die_width_um: 144
  io_pins: 47
  die_y_um: 144
  core_area_um2: 19600
  die_area_um2: 20700
outcome:
  status: "complete, no violations"
flow_run:
  cap_violations: 0
  warning_count: 25
pwr:
  p_per_area_nw_per_um2: 704
  cellLeakagePower_nw: 3.33
  ir_worst_vdd_uv: 334
hold_path:
  worstHoldPathType: "in2async"
worst min path at each step:
stage	end	cells past startpoint	slack, ps	from
4_1_cts	Out_OFM[3]$_DFFE_PN0P_	2	360	rst_n
5_1_grt	weight4[1]$_DFFE_PN0P_	2	410	rst_n
6_report	Out_OFM[8]$_DFFE_PN0P_	2	330	rst_n
final cells by class:
class	instances	area share
clock buffer	10	0.0323
tap	265	0.0468
sequential	92	0.325
multi-input combinational	400	0.498
clock inverter	6	0.00901
timing repair buffer	48	0.0675
inverter	40	0.0212
power breakdown:
group | internal [mW] | leakage, nW | switching (mW) | total (mW)
Combinational | 1.19 | 2.07 | 1.09 | 2.28
Clock | 0.587 | 0.139 | 0.435 | 1.02
Sequential | 1.46 | 1.12 | 0.222 | 1.68
Total | 3.24 | 3.33 | 1.75 | 4.98
state kept, by name, indices dropped and copies added, names as in the netlist, 8 cells and up:
register  count
PPR1_4        8
PPR1_1        8
PPR2_2        9
Out_OFM      10
PPR1_3        8
PPR1_2        8
PPR2_1        9
synthesized netlist by cell type, drive strengths merged:
master	count
nor3	12
nor2	11
inv	40
o2bb2ai	5
clkbuf	8
nor4	1
o21ai	32
o21bai	5
o21a	7
a21oi	17
a211oi	9
conb	1
or3	1
ha	73
o31ai	1
a21o	18
a31oi	4
xor2	2
nor2b	4
a31o	6
nand2b	1
dfrtp	92
nand3	5
xnor2	23
mux2	64
mux2i	2
buf	7
or4	1
o2111ai	1
nand2	30
and2	41
o31a	3
fa	19
cell families (layout without fill, tap and decap cells):
logic type                 Yosys count  count (layout)  synth area share
muxes                               66              66             0.123
and+or+nand+nor                    107             107            0.0917
other                                1               2          0.000620
AOI/OAI and AO/OA                  108             108             0.118
adders and majority gates           92              92             0.214
buffers and inverters               55             104            0.0364
DFF                                 92              92             0.381
xor gates and xnor gates            25              25            0.0362
per-layer routing:
layer  GRT usage  share of wire
met3      0.0231          0.040
met4      0.0151          0.013
met1       0.191           0.52
met2       0.173           0.42
met5           0              0
metrics by stage:
stage	instance area (um^2)	total power, mW
finish	7080	4.98
detailed placement	6790	3.98
floorplan	6050	3.39
global placement	6790	3.97
global route	7080	5.44
CTS	7080	5.06
worst max-delay path, delay by kind of cell (launching register included):
family / cells / cell delay (ps)
muxes: 1 / 250
and+or+nand+nor: 1 / 100
adders and majority gates: 3 / 1390
buffers and inverters: 1 / 60
xor gates and xnor gates: 1 / 80
AOI/OAI and AO/OA: 3 / 610
DFF: 1 / 400
Power is estimated from default activity; no workload was simulated.
